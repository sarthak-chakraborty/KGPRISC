==> flow/design.v <==
`timescale 1ns / 1ps
module RegBank( input [4:0] rr1,
					  input [4:0] rr2,
					  input clk,
					  input we,
					  input ra_we,
					  input mem,
					  input [4:0] wr,
					  input [31:0] data,
					  input [31:0] pc_4,
					  input start,
					  output [31:0] rd1,
					  output [31:0] rd2,
					  output [31:0] ra,
					  output [31:0] write_data,
					  output reg stop
					);
	reg [31:0] register [31:0];
	assign rd1 = mem?register[rr2]:register[rr1];	 
	assign rd2 = register[rr2];
	assign ra = register[31];		 
	assign write_data = register[rr1];
	always@(posedge clk)
	begin
		if((register[1]<register[2]) && (register[2]<register[3]) && (register[3]<register[4]))
			stop = 1;
		else
			stop = 0;
	end
	always@(posedge clk)
	begin
		if(start)
		begin
			if(we)	 
				register[wr] = data;
			if(ra_we)
				register[31] = pc_4;
		end
		else
		begin		 
			register[0] = 0;
			register[1] = 0;
			register[2] = 0;
			register[3] = 0;
			register[4] = 0;
			register[5] = 0;
			register[6] = 0;
			register[7] = 0;
			register[8] = 0;
			register[9] = 0;
			register[10] = 0;
			register[11] = 0;
			register[12] = 0;
			register[13] = 0;
			register[14] = 0;
			register[15] = 0;
			register[16] = 0;
			register[17] = 0;
			register[18] = 0;
			register[19] = 0;
			register[20] = 0;
			register[21] = 0;
			register[22] = 0;
			register[23] = 0;
			register[24] = 0;
			register[25] = 0;
			register[26] = 0;
			register[27] = 0;
			register[28] = 0;
			register[29] = 0;
			register[30] = 0;
			register[31] = 0;
		end
	end
endmodule
`timescale 1ns / 1ps
module alu( input clk,
				input ALUop,
				input ALUsrc,
				input ac, 
				input signed [31:0] x,
				input signed [31:0] y,
				input [3:0] func,
				input [4:0] shamt,
				output reg [31:0] out,
				output reg carryflag,
				output reg zflag,
				output reg overflowflag,
				output reg signflag,
				output [31:0] DA
			);
reg unsigned [31:0] X,Y;
assign DA = x+y;
always@(*)
begin
	if(ALUop)
	begin
		if(!ALUsrc)
		begin
			case(func)
			  4'b0000 : begin 	 
								X=x;
								Y=y;
								{carryflag,out} = X + Y;
								zflag = (out == 32'b0)? 1'b1 : 1'b0 ;
								signflag = out[31];
								overflowflag = ((x[31]==y[31]) && (out[31] != x[31])) ? 1'b1 : 1'b0 ;
							end
			  4'b0001 : begin 	 
								out = ~y+1;
								zflag = (out == 32'b0)? 1'b1 : 1'b0 ;
								signflag = out[31];
							end
			  4'b0010 : begin 	 
								out = x & y;
								zflag = (out == 32'b0)? 1'b1 : 1'b0 ;
								signflag = out[31];
							end
			  4'b0011 : begin		 
								out = x ^ y;
								zflag = (out == 32'b0)? 1'b1 : 1'b0 ;
								signflag = out[31];
							end
			  4'b0100 : begin		 
								out = x << shamt;
								zflag = (out == 32'b0)? 1'b1 : 1'b0 ;
								signflag = out[31];
							end
			  4'b0101 : begin		 
								out = x >> shamt;
								zflag = (out == 32'b0)? 1'b1 : 1'b0 ;
								signflag = out[31];
							end
			  4'b0110 : begin		 
								out = x << y;
								zflag = (out == 32'b0)? 1'b1 : 1'b0 ;
								signflag = out[31];
							end
			  4'b0111 : begin		 
								out = x >> y;
								zflag = (out == 32'b0)? 1'b1 : 1'b0 ;
								signflag = out[31];
							end
			  4'b1000 : begin		 
								out = x >>> shamt;
								zflag = (out == 32'b0)? 1'b1 : 1'b0 ;
								signflag = out[31];
							end
			  4'b1001 : begin 	 
								out = x >>> y;
								zflag = (out == 32'b0)? 1'b1 : 1'b0 ;
								signflag = out[31];
							end
			endcase
		end
		else
		begin
			case(ac)
				0: begin		 
						X=x;
						Y=y;
						{carryflag,out} = X + Y;
						zflag = (out == 32'b0)? 1'b1 : 1'b0 ;
						signflag = out[31];
						overflowflag = ((x[31]==y[31]) && (out[31] != x[31])) ? 1'b1 : 1'b0 ;
					end
				1: begin		 
						out = ~y+1;
						zflag = (out == 32'b0)? 1'b1 : 1'b0 ;
						signflag = out[31];
					end
			endcase
		end
	end
end
endmodule
`timescale 1ns / 1ps
module branch( input clk,
					input branch,
					input [5:0] instr,
					input [31:0] rd1,
					input [31:0] ra,
					input [31:0] label,
					input zflag,
				   input carryflag,
				   input overflowflag,
				   input signflag,
					input start,
					output reg [31:0] PC,
					output reg [31:0] pc_4
    );
	always@(posedge clk)
	begin
		if(!start)
			PC = 32'b0;
		else
		begin
			case (instr)
				6'b010000:	 
					begin
						PC=label;
					end
				6'b010001:	 
					begin
						PC=rd1;
					end
				6'b010010:	 
					begin
						if(zflag)
							PC=label;
						else
							PC=PC+4;
					end
				6'b010011:	 
					begin
						if(!zflag)
							PC=label;
						else
							PC=PC+4;
					end
				6'b010100:	 
					begin
						if(carryflag)
							PC=label;
						else
							PC=PC+4;
					end
				6'b010101:	 
					begin
						if(!carryflag)
							PC=label;
						else
							PC=PC+4;
					end
				6'b010110:	 
					begin
						if(signflag)
							PC=label;
						else
							PC=PC+4;
					end
				6'b010111:	 
					begin
						if(!signflag)
							PC=label;
						else
							PC=PC+4;
					end
				6'b011000:	 
					begin
						if(overflowflag)
							PC=label;
						else
							PC=PC+4;
					end
				6'b011001:	 
					begin
						if(!overflowflag)
							PC=label;
						else
							PC=PC+4;
					end
				6'b000110:   
					begin
						pc_4 = PC+4;
						PC=label;
					end
				6'b000111:    
					begin
						PC=ra;
					end
				default:
					begin
						PC=PC+4;
					end	
			endcase
		end
	end
endmodule
`timescale 1ns / 1ps
module instr_decoder(
    input [31:0] instr,
    input clk,
	 input start,
    output reg Branch,
    output reg MemRead,
    output reg MemtoReg,
    output reg ALUop,
    output reg MemWrite,
    output reg ALUsrc,
    output reg RegWrite,
	 output reg ra_RegWrite
    );
	always@(*)
	begin
		if (start == 1)
		begin
			case (instr[31:26])
				6'b000000: begin			 
								Branch=0;
								MemRead=0;
								MemtoReg=0;
								ALUop=1;
								MemWrite=0;
								ALUsrc=0;
								RegWrite=1;
								ra_RegWrite=0;
							  end
				6'b000100: begin			 
								Branch=0;
								MemRead=0;
								MemtoReg=0;
								ALUop=1;
								MemWrite=0;
								ALUsrc=1;
								RegWrite=1;
								ra_RegWrite=0;
							  end
				6'b000101: begin			 
								Branch=0;
								MemRead=0;
								MemtoReg=0;
								ALUop=1;
								MemWrite=0;
								ALUsrc=1;
								RegWrite=1;
								ra_RegWrite=0;
							  end
			  6'b000010: begin			 
								Branch=0;
								MemRead=1;
								MemtoReg=1;
								ALUop=0;
								MemWrite=0;
								ALUsrc=1;
								RegWrite=1;
								ra_RegWrite=0;
							  end
			 6'b000011: begin				 
								Branch=0;
								MemRead=0;
								MemtoReg=0;
								ALUop=0;
								MemWrite=1;
								ALUsrc=1;
								RegWrite=0;
								ra_RegWrite=0;
							  end
				6'b010000: begin			 
								Branch=1;
								MemRead=0;
								MemtoReg=0;
								ALUop=0;
								MemWrite=0;
								ALUsrc=0;
								RegWrite=0;
								ra_RegWrite=0;
							  end
				6'b010001: begin			 
								Branch=1;
								MemRead=0;
								MemtoReg=0;
								ALUop=0;
								MemWrite=0;
								ALUsrc=0;
								RegWrite=0;
								ra_RegWrite=0;
							  end
				6'b010010: begin			 
								Branch=1;
								MemRead=0;
								MemtoReg=0;
								ALUop=0;
								MemWrite=0;
								ALUsrc=0;
								RegWrite=0;
								ra_RegWrite=0;
							  end
				6'b010011: begin			 
								Branch=1;
								MemRead=0;
								MemtoReg=0;
								ALUop=0;
								MemWrite=0;
								ALUsrc=0;
								RegWrite=0;
								ra_RegWrite=0;
							  end
				6'b010100: begin			 
								Branch=1;
								MemRead=0;
								MemtoReg=0;
								ALUop=0;
								MemWrite=0;
								ALUsrc=0;
								RegWrite=0;
								ra_RegWrite=0;
							  end
				6'b010101: begin			 
								Branch=1;
								MemRead=0;
								MemtoReg=0;
								ALUop=0;
								MemWrite=0;
								ALUsrc=0;
								RegWrite=0;
								ra_RegWrite=0;
							end
				6'b010110: begin			 
								Branch=1;
								MemRead=0;
								MemtoReg=0;
								ALUop=0;
								MemWrite=0;
								ALUsrc=0;
								RegWrite=0;
								ra_RegWrite=0;
							  end
				6'b010111: begin			 
								Branch=1;
								MemRead=0;
								MemtoReg=0;
								ALUop=0;
								MemWrite=0;
								ALUsrc=0;
								RegWrite=0;
								ra_RegWrite=0;
							  end
				6'b011000: begin			 
								Branch=1;
								MemRead=0;
								MemtoReg=0;
								ALUop=0;
								MemWrite=0;
								ALUsrc=0;
								RegWrite=0;
								ra_RegWrite=0;
							  end
				6'b011001: begin			 
								Branch=1;
								MemRead=0;
								MemtoReg=0;
								ALUop=0;
								MemWrite=0;
								ALUsrc=0;
								RegWrite=0;
								ra_RegWrite=0;
							  end
				6'b000110: begin			 
								Branch=1;
								MemRead=0;
								MemtoReg=0;
								ALUop=0;
								MemWrite=0;
								ALUsrc=0;
								RegWrite=0;
								ra_RegWrite=1;
							  end
				6'b000111: begin			 
								Branch=1;
								MemRead=0;
								MemtoReg=0;
								ALUop=0;
								MemWrite=0;
								ALUsrc=0;
								RegWrite=0;
								ra_RegWrite=0;
							  end
				endcase
			end
			else	 
			begin	
				Branch=0;
				MemRead=0;
				MemtoReg=0;
				ALUop=0;
				MemWrite=0;
				ALUsrc=0;
				RegWrite=0;
			end
		end
endmodule
`timescale 1ns / 1ps
module kgp_risc(
	 input [31:0] instr,
	 input [31:0] doutd,
	 input start,
    input clk,
	 output [31:0] PC,
	 output [31:0] DA,
	 output [31:0] write_data,
	 output [3:0] wea,
	 output stop
	 );
	wire [31:0] rd1, rd2, ra, rd, ra1;
	wire [4:0] rr1;
	wire [31:0] data;
	wire [31:0] pc_4;
	wire [31:0] alu_data;
	wire [31:0] sign_extended_imm;
	wire [31:0] label;
	wire [31:0] alu_out;
	wire carryflag;
	wire zflag;
	wire overflowflag;
	wire signflag;
	wire Branch;		 
	wire MemRead;		 
	wire MemtoReg;    
	wire ALUop;			 
	wire MemWrite;   
	wire ALUsrc;     
	wire RegWrite;		 
	wire ra_RegWrite;    
	assign wea = {4{MemWrite}};	 
	instr_decoder D(instr, clk, start, Branch, MemRead, MemtoReg, ALUop, MemWrite, ALUsrc, RegWrite, ra_RegWrite);
	RegBank R(instr[25:21], instr[20:16], clk, RegWrite, ra_RegWrite, (MemtoReg || MemWrite), instr[25:21], data, pc_4, start, rd1, rd2, ra, write_data, stop);
	sign_extend S1(instr[15:0], sign_extended_imm);
	mux_32bit M2(ALUsrc, rd2, sign_extended_imm, alu_data);	 
	alu A(clk, ALUop, ALUsrc, instr[26], rd1, alu_data, instr[3:0], instr[10:6], alu_out, carryflag, zflag, overflowflag, signflag, DA);
	mux_32bit M3(MemtoReg, alu_out, doutd, data);	 
	sign_extend_26to32 S2(instr[25:0], label);
	branch B(clk, branch, instr[31:26], rd1, ra, label, zflag, carryflag, overflowflag, signflag, start, PC, pc_4);	 
endmodule
`timescale 1ns / 1ps
module mux_32bit(input select,
					  input [31:0] a,
					  input [31:0] b,
					  output [31:0] out
    );
	assign out = select?b:a;
endmodule
`timescale 1ns / 1ps
module sign_extend(
    input [15:0] in,
    output [31:0] out
    );
	wire [15:0] a = {16{in[15]}};
	assign out = {a , in};
endmodule
`timescale 1ns / 1ps
module sign_extend_26to32(
   input [25:0] in,
   output [31:0] out
    );
	wire [5:0] a = {6{in[25]}};
	assign out = {a , in};
endmodule
==> flow/run.sh <==
#!/bin/bash
# OpenROAD 26Q1-2900-gdf79404cd8, Yosys 0.63+post, stock flow scripts
make -C /OpenROAD-flow-scripts/flow DESIGN_CONFIG=/design/flow/config.mk WORK_HOME=/design/flow/orfs finish
==> flow/config.mk <==
export PLATFORM = sky130hd
export DESIGN_NAME = kgp_risc
export DESIGN_NICKNAME = kgp_risc
export VERILOG_FILES = /design/flow/design.v
export SDC_FILE = /design/flow/constraint.sdc
export NUM_CORES = 4
export LEC_CHECK = 1
export CORE_UTILIZATION = 50
==> flow/constraint.sdc <==
current_design kgp_risc

set clk_period 48.8
set clk_io_pct 0.2

create_clock -name clk0 -period $clk_period [get_ports {clk}]

set non_clock_inputs [all_inputs -no_clocks]
set_input_delay [expr $clk_period * $clk_io_pct] -clock clk0 $non_clock_inputs
set_output_delay [expr $clk_period * $clk_io_pct] -clock clk0 [all_outputs]
==> impl_metrics.csv <==
group,metric,value,unit
setup_path,cp.arrival,18310,ps
final_timing,max_freq,35.6,MHz
power,swShare,0.319,
power,p_leak,43.1,nW
logic_synthesis,fa_ha_area_frac,0.0212,
logic_synthesis,synth_top_cell_by_count,"nand2_1",
logic_synthesis,area_leaders,"dfxtp_1, mux2i_1, o211a_1",
final_timing,untimed_endpoints,45,
detailed_routing,wl_per_cell,37.3,um
logic_synthesis,simple_gate_share,0.139,
final_timing,unclocked_pins,41,
final_timing,period_needed,28070,ps
layout,drive_above_1_share,0.102,
power,power,2.32,mW
clocking,cts.path.max_buffers,3,
detailed_routing,drt-pass1-iter-count,13,
floorplan,num_rows,142,
placement,portBuffers,166,
logic_synthesis,netlist_top_cells_count,"nand2_1, mux2i_1, dfxtp_1",
floorplan,die_area,153000,sq um
clocking,htree_levels,3,
floorplan,die_h,391,um
run_status,failed_checks,"max-capacitance violations, max-slew violations",
clocking,post_cts_buffers,0,
logic_synthesis,netlist_instances,8667,
clocking,cts_root_buffer,"clkbuf_16",
floorplan,fp-utilization,0.504,
layout,area_growth_syn_to_layout,10.4,%
logic_synthesis,yosys.area_share.aoi,0.274,
final_timing,fin_worst_skew,111,ps
logic_synthesis,yosysWarnings,5,
detailed_routing,vias,76800,
setup_path,crit_required,39040,ps
final_timing,setup_viol,0,
power,p_comb_frac,0.195,
final_timing,tightest_slew,1550,ps
grt,grt_usage,0.524,
clocking,clk_pin_slew_worst_paths,60,ps
detailed_routing,via_per_inst,7.26,
min_path,hold_path.class,"flip-flop to flip-flop",
final_timing,hold_viol,0,
placement,dp_hpwl,274000,um
logic_synthesis,synth.avg_cell_area,8.74,sq um
setup_path,critPathMaxFanout,99,
clocking,cts_tree,"yes",
power,seqPwrFrac,0.400,
logic_synthesis,synth_area,75700,sq um
detailed_routing,postRouteAntennaNets,0,
placement,place.gp.congestion,1.17,
power,power_density,27.7,nW/um^2
final_timing,period_used_share,0.575,
grt,grt_max_degree,157,
run_status,status,"complete, but fails checks",
grt,grt_pass1_wl,546000,um
detailed_routing,drt_iter0_drc,9695,
final_timing,setup_tns,0,ps
logic_synthesis,ys_ff,1130,
grt,grt_pass1_vias,71000,
clocking,insertion_delay,810,ps
power,internal-power,1.58,mW
logic_synthesis,synthMuxAreaShare,0.189,
logic_synthesis,ys_cells,8667,
floorplan,ioPinCount,167,
final_timing,drv_slew,5,
grt,antenna_found_initial,53,
job,warnings,38,
final_timing,rsz0062_at_grt,"no",
floorplan,core,150000,sq um
logic_synthesis,ff_type,"dfxtp_1",
final_timing,max_slew_margin,-0.0608,
setup_path,start_kind,"input port",
clocking,cts_resized,0,
logic_synthesis,yosysUniqueCellTypes,106,
job,drv_cap,1,
detailed_routing,drc,0,
detailed_routing,routed_wl,394000,um
logic_synthesis,xor_area_frac,0.0102,
layout,layout.cells.non_filler,10600,
logic_synthesis,synth_top_area_share,0.271,
clocking,cts_made_buffers,115,
power,peakVddDrop,0.0342,mV
logic_synthesis,synthArstFlopShare,0,
grt,gr-total-overflow,0,
clocking,cts_hold_buf,0,
logic_synthesis,yosysTopAreaCell,"dfxtp_1",
power,power.switching,0.740,mW
logic_synthesis,ys_area,75700,sq um
logic_synthesis,edf_count,64,
power,pwr-share-clk,0.404,
setup_path,critPathCaptureType,"primary output",
floorplan,die_x,391,um
logic_synthesis,top_logic_kind,"AND-OR/OR-AND gates",
setup_path,critical_path_class,"input port to primary output",
placement,dp.cells,10300,
sequential cells by signal, indices dropped and copies added, names as in the netlist:
register and cells:
D.MemtoReg 1, A.overflowflag 1, D.MemWrite 1, B.pc_4 32, R.stop 1, R.register 1024
A.out 31, A.zflag 1, D.ALUop 1, A.signflag 1, D.ALUsrc 1, D.RegWrite 1
B.PC 32, D.ra_RegWrite 1, A.carryflag 1
stage by stage:
stage               worst slack [ps]  hold slack (ps)  utilization  cell area, sq um
floorplan                      24290              408            -             75700
global placement               21030              496        0.530             79500
detailed placement             21050              504        0.530             79500
CTS                            21030              519        0.556             83500
global route                   20520              534        0.556             83500
finish                         20730              519        0.557             83600
kinds of logic (layout without fill, tap and decap cells):
kind of cell               count (synthesis)  in the layout
AOI/OAI and AO/OA                       2613           2613
xor gates and xnor gates                  88             88
adders and majority gates                128            128
buffers and inverters                   1063            919
DFF                                     1089           1089
latches                                   41             41
muxes                                   1285           1285
other                                      0             32
and+or+nand+nor                         2360           2360
power by group through the flow:
stage,sequential [mW],clock [mW],combinational (mW)
after CTS,0.927,0.938,0.427
after global routing,0.928,0.974,0.457
final,0.928,0.937,0.453
path summary, 6_finish.rpt:
check	cells after the start	startpoint	slack (ps)	to
max reg2reg	16	R.register[3][1]	43950	R.stop
min reg2reg	1	R.register[21][15]	520	R.register[21][15]
max	22	instr[21]	20730	DA[30]
min	1	R.register[21][15]	520	R.register[21][15]
area by class of cell:
class                           count  area, sq um
Clock inverter                     59          810
Sequential cell                  1130        23100
Clock buffer                      156         3210
Antenna cell                       32         80.1
Inverter                          172          647
Tap cell                         2016         2520
Timing Repair Buffer              532         4470
Fill cell                       13200        66500
Multi-Input combinational cell   6474        48800
critical path: stages:
cell and delay, ps:
buf_8 510, buf_4 630, buf_4 700, buf_12 520
mux2i_1 310, o22ai_1 100, nor4_1 680, nand3_1 440
nand2_1 390, inv_1 210, ha_1 450, o21ai_0 180
a21o_1 250, a211oi_1 340, nor3_1 180, nor4b_1 430
o31ai_1 200, a21oi_1 300, a211o_1 170, a21oi_1 90
xnor2_1 600, clkdlybuf4s50_1 590
metal layers:
layer | global-route usage | part of all wire
met1 | 0.664 | 0.36
met3 | 0.252 | 0.15
met4 | 0.383 | 0.095
met2 | 0.697 | 0.40
met5 | 0.0144 | 0.0017
layout by cell type (no fill, tap or decap), types with 174 or more instances in the layout:
cell and count:
o22ai_1 366, mux2i_1 1111, o21ai_0 256, a21oi_1 252, nand3_1 174, nor2_1 267, buf_4 360, o211a_1 995
dfxtp_1 1025, nand2_1 1359
Power is estimated from default activity; no workload was simulated.
